--- design.v ---
package Pipe_Buf_Reg_PKG;
    typedef struct packed {
        logic [ 8:0] Curr_Pc;
        logic [31:0] Curr_Instr;
    } if_id_reg;
    typedef struct packed {
        logic ALUSrc;
        logic [ 1:0] MemtoReg;
        logic RegWrite;
        logic MemRead;
        logic MemWrite;
        logic [ 1:0] ALUOp;
        logic [ 1:0] ctrl_transfer;
        logic halt;
        logic [ 8:0] Curr_Pc;
        logic [31:0] RD_One;
        logic [31:0] RD_Two;
        logic [ 4:0] RS_One;
        logic [ 4:0] RS_Two;
        logic [ 4:0] rd;
        logic [31:0] ImmG;
        logic [ 2:0] func3;
        logic [ 6:0] func7;
    } id_ex_reg;
    typedef struct packed {
        logic RegWrite;
        logic [ 1:0] MemtoReg;
        logic MemRead;
        logic MemWrite;
        logic [31:0] pc_plus_4;
        logic [31:0] Alu_Result;
        logic [31:0] RD_Two;
        logic [ 4:0] rd;
        logic [ 2:0] func3;
        logic [ 6:0] func7;
        logic [8:0] Curr_Pc;
    } ex_mem_reg;
    typedef struct packed {
        logic RegWrite;
        logic [ 1:0] MemtoReg;
        logic [31:0] pc_plus_4;
        logic [31:0] Alu_Result;
        logic [31:0] MemReadData;
        logic [ 4:0] rd;
        logic [8:0] Curr_Pc;
    } mem_wb_reg;
endpackage
`timescale 1ns / 1ps
module RegFile #(
    parameter DATA_WIDTH = 32,   
    parameter ADDRESS_WIDTH = 5,   
    parameter NUM_REGS = 32
) (
    input clk,   
    input rst,   
    input rg_wrt_en,   
    input  [ADDRESS_WIDTH-1:0] rg_wrt_dest,  
    input [ADDRESS_WIDTH-1:0] rg_rd_addr1,   
    input [ADDRESS_WIDTH-1:0] rg_rd_addr2,   
    input  [DATA_WIDTH-1:0] rg_wrt_data,  
    output logic [DATA_WIDTH-1:0] rg_rd_data1,   
    output logic [DATA_WIDTH-1:0] rg_rd_data2    
);
  integer i;
  logic [DATA_WIDTH-1:0] register_file[NUM_REGS-1:0];
  always @(negedge clk) begin
    if (rst == 1'b1) for (i = 0; i < NUM_REGS; i = i + 1) register_file[i] <= 0;
    else if (rst == 1'b0 && rg_wrt_en == 1'b1) begin
      register_file[rg_wrt_dest] <= rg_wrt_data;
    end
  end
  assign rg_rd_data1 = register_file[rg_rd_addr1];
  assign rg_rd_data2 = register_file[rg_rd_addr2];
endmodule
--- run.sh ---
#!/bin/bash
# OpenROAD 26Q1-2900-gdf79404cd8, Yosys 0.63+post, stock flow scripts
make -C /OpenROAD-flow-scripts/flow DESIGN_CONFIG=/design/flow/config.mk WORK_HOME=/design/flow/orfs finish
--- config.mk ---
export PLATFORM = sky130hd
export DESIGN_NAME = RegFile
export DESIGN_NICKNAME = RegFile
export VERILOG_FILES = /design/flow/design.v
export SDC_FILE = /design/flow/constraint.sdc
export NUM_CORES = 4
export LEC_CHECK = 1
export CORE_UTILIZATION = 30
--- constraint.sdc ---
current_design RegFile

set clk_period 11.7
set clk_io_pct 0.2

create_clock -name clk0 -period $clk_period [get_ports {clk}]

set non_clock_inputs [all_inputs -no_clocks]
set_input_delay [expr $clk_period * $clk_io_pct] -clock clk0 $non_clock_inputs
set_output_delay [expr $clk_period * $clk_io_pct] -clock clk0 [all_outputs]
==> results.tsv <==
metric	value	unit
worst-setup-path-type	flop to output pin	
yosys_stat_area	56200	um^2
power_density	157	nW/um^2
syn-cell-area	56200	um^2
flop_cell	edfxtp_1	
core_region_area	186000	um^2
vdd.ir_drop.worst	0.117	mV
outcome	finished clean	
warnings	1027	
met2_wirelength	91.9	mm
placementRows	158	
numCtsBuffers	112	
synth_cell_type_count	31	
design.die.area	189000	um^2
cts_repair_resize_count	0	
power.leakage	29.9	nW
critPathMaxFanout	2	
drive_gt1_share	7.78	%
grt_usage	21.5	%
ys.warnings.count	1	
power.total	10.6	mW
detailroute.wirelength.met3	25.6	mm
ys_async_sr_fraction	0	%
post_synth_main_area_contributors	edfxtp_1 55%, mux2i_1 18%, and2_1 11%	
synthesis.area_per_instance	12.1	um^2
hpwl	115	mm
clk_path_buf_depth	3	
regMostFlops	register_file	
grt_first_pass_wirelength	283	mm
vias	41800	
clkSinkCount	1024	
setup_slack	0.408	ns
reg.largest.list	register_file: 1024 flops	
flip_flop_count_of_the_largest_register_all_copies_and_words_added	1024	
synth_seq_share	54.7	%
worstPathArrival	8.95	ns
cts_hold_buf	0	
number_of_global_route_vias_before_repair	44200	
route.final.wire_length	197	mm
cp-end-kind	output pin	
grt.overflow.total	0	
synth_stat.cells	4641	
tightestPinTransition	0.920	ns
finalSetupTns	0	ns
synthTopCellsByCount	1026 x and2_1, 1024 x edfxtp_1, 1024 x mux2i_1	
rsz_0062_raised_after_global_routing	no	
detail_route.drc_violations	0	
slowest_stage_cell_crit_path	a31oi_1	
slew_headroom	38.3	%
routed.top_layer	met5	
post-place-ws	0.644	ns
grt_max_degree	92	
initCoreUtil	30.2	%
hold_ws	6.03	ns
worst_ep_required_time	9.36	ns
power.combinational.fraction	10.2	%
syn2layout_area_growth	20.8	%
synthesis.instances	4641	
ys_ff	1024	
timing.critical_path.buf_inv	1	
clock-root-buffer	clkbuf_16	
yosysMostFrequentCell	and2_1	
top_area_share	54.7	%
critPathMaxStageDelay	0.67	ns
chipHeight	435	um
power.switching_fraction	30.5	%
drt-met1-wl	71.9	mm
final_core_util	36.5	%
crit_family	AND-OR/OR-AND gates	
seqPwrFrac	41.0	%
grt_antenna_before_repair	12	
final-max-slew-violation-count	0	
drt_pre_antenna_iters	6	
share_of_power_burned_in_the_clock_network	48.7	%
startpoint_class_of_the_critical_path	flop	
cts_tree	yes	
internal_power_component	7.40	mW
path_cells	mux2i_1 -> a22o_1 -> nor3_1 -> a31oi_1 -> nand3_1 -> clkdlybuf4s50_1	
gpl.final_weighted_congestion	0.897	
io-pin-count	114	
post_cts_repair_setup_buffers	0	
route.detailed.wl_per_inst	24.1	um
cts_max_level	3	
final-setup-viol-count	0	
io_buffer_count	113	
drtAntennaViolNets	0	
p_sw	3.24	mW
cap_violations	0	
die_w	435	um
routed_via_density	5.10	
yosysTopAreaCell	edfxtp_1	
min-delay-path-class	primary input to output pin	
clkSlewWorstSetupHoldPaths	0.03	ns
drt_iter0_drc	3018	
final_hold_viols	0	
synth-edff-count	1024	
[power by group through the flow]
stage / Combinational (mW) / Clock [mW] / Sequential [mW]
CTS: 1.08 / 5.34 / 4.37
global route: 1.15 / 5.73 / 4.39
finish: 1.09 / 5.19 / 4.37
[layer usage]
layer  vias up  track usage, %
li1      18900               -
met1     20200            24.9
met2      2255            31.9
met3       422            12.9
met4        18            10.1
met5         -           0.353
[worst min-delay path, stage by stage]
cell,delay (ns)
buf_8,0.20
mux2i_1,0.19
nand2_1,0.06
a31oi_1,0.15
nand3_1,0.19
clkdlybuf4s50_1,0.50
[area by class of cell]
class	instances	area [um^2]
antenna	2	5.00
clock buffer	113	2830
clock inverter	1124	4980
fill	17700	118000
multi-input combinational	3168	23400
sequential	1024	30700
tap	2480	3100
timing repair buffer	278	2830
[path summary, 6_finish.rpt]
kind / start / end / depth (start not counted)
worst max-delay path: register_file[3][3]$_SDFFCE_NN0P_ / rg_rd_data2[3] / 6
worst min-delay path: rg_rd_addr2[1] / rg_rd_data2[16] / 6
[layout by cell type, fill, tap and decap left out, types with 2 or more instances in the layout]
master and n:
inv_1 1046, and2_1 1024, mux2i_1 1024, edfxtp_1 1024
nand2_1 194, nand3_1 193, a22oi_1 192, a21oi_1 192
buf_4 129, a22o_1 128, clkbuf_16 113, clkdlybuf4s50_1 110
nor3_1 64, a31oi_1 64, buf_12 36, or2_2 34
clkinvlp_2 30, nor2_4 25, bufinv_16 23, inv_4 14
nor2_2 7, nor2b_4 4, nand2b_2 4, inv_6 4
nand3b_1 3, clkinv_4 3, diode_2 2, nor2_1 2
or3b_4 2, nor2_8 2, and2_4 2, nand2_2 2
clkinv_8 2, buf_8 2
[stage by stage]
stage	instance area, um^2	instances
after global routing	67900	8187
after detailed placement	60100	6951
final	67900	8189
after global placement	60100	6951
after floorplan	56200	4641
after CTS	67900	8187
[cell families (layout without fill, tap and decap cells)]
logic type	count (synthesis)	in the layout	share of synthesized area, %
flip-flops	1024	1024	54.7
other	0	2	0
AND-OR/OR-AND	576	576	6.98
AND/OR/NAND/NOR	1568	1568	16.1
multiplexers	1024	1024	18.2
buffers and inverters	449	1515	3.97
