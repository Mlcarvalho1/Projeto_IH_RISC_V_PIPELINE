===== design/flow/run.sh =====
#!/bin/bash
# OpenROAD 26Q1-2900-gdf79404cd8, Yosys 0.63+post, stock flow scripts
make -C /OpenROAD-flow-scripts/flow DESIGN_CONFIG=/design/flow/config.mk WORK_HOME=/design/flow/orfs finish

===== design/flow/design.v =====
package Pipe_Buf_Reg_PKG;
    typedef struct packed {
        logic [ 8:0] Curr_Pc;
        logic [31:0] Curr_Instr;
    } if_id_reg;
    typedef struct packed {
        logic ALUSrc;
        logic [ 1:0] MemtoReg;
        logic RegWrite;
        logic MemRead;
        logic MemWrite;
        logic [ 1:0] ALUOp;
        logic [ 1:0] ctrl_transfer;
        logic halt;
        logic [ 8:0] Curr_Pc;
        logic [31:0] RD_One;
        logic [31:0] RD_Two;
        logic [ 4:0] RS_One;
        logic [ 4:0] RS_Two;
        logic [ 4:0] rd;
        logic [31:0] ImmG;
        logic [ 2:0] func3;
        logic [ 6:0] func7;
    } id_ex_reg;
    typedef struct packed {
        logic RegWrite;
        logic [ 1:0] MemtoReg;
        logic MemRead;
        logic MemWrite;
        logic [31:0] pc_plus_4;
        logic [31:0] Alu_Result;
        logic [31:0] RD_Two;
        logic [ 4:0] rd;
        logic [ 2:0] func3;
        logic [ 6:0] func7;
        logic [8:0] Curr_Pc;
    } ex_mem_reg;
    typedef struct packed {
        logic RegWrite;
        logic [ 1:0] MemtoReg;
        logic [31:0] pc_plus_4;
        logic [31:0] Alu_Result;
        logic [31:0] MemReadData;
        logic [ 4:0] rd;
        logic [8:0] Curr_Pc;
    } mem_wb_reg;
endpackage
`timescale 1ns / 1ps
module alu #(
        parameter DATA_WIDTH    = 32,
        parameter OPCODE_LENGTH = 4
    ) (
        input  logic [ DATA_WIDTH-1:0]   SrcA ,
        input  logic [ DATA_WIDTH-1:0]   SrcB ,
        input  logic [OPCODE_LENGTH-1:0] Operation,
        output logic [ DATA_WIDTH-1:0]   ALUResult
    );
    always_comb begin
        case(Operation)
            4'd01 :  
                ALUResult = signed'(SrcA) + signed'(SrcB);
            4'd02 :  
                ALUResult = signed'(SrcA) - signed'(SrcB);
            4'd03:  
                ALUResult = SrcA ^ SrcB;
            4'd04:  
                ALUResult = SrcA | SrcB;
            4'd05 :  
                ALUResult = SrcA & SrcB;
            4'd06 :  
                ALUResult = SrcA << SrcB;
            4'd07 :  
                ALUResult = SrcA >> SrcB;
            4'd08 :  
                ALUResult = signed'(SrcA) >>> signed'(SrcB);
            4'd9 :  
                ALUResult = 32'(signed'(SrcA) == signed'(SrcB));
            4'd10:  
                ALUResult = 32'(signed'(SrcA) != signed'(SrcB));
            4'd11:  
                ALUResult = 32'(signed'(SrcA) < signed'(SrcB));
            4'd12:  
                ALUResult = 32'(signed'(SrcA) >= signed'(SrcB));
	    4'd13:  
		    ALUResult = 20'(signed'(SrcB));
            default :
                ALUResult = 32'b0;
        endcase
    end
endmodule

===== design/flow/constraint.sdc =====
current_design alu

set clk_period 22.6
set clk_io_pct 0.2

create_clock -name clk0 -period $clk_period

set non_clock_inputs [all_inputs -no_clocks]
set_input_delay [expr $clk_period * $clk_io_pct] -clock clk0 $non_clock_inputs
set_output_delay [expr $clk_period * $clk_io_pct] -clock clk0 [all_outputs]

===== design/flow/config.mk =====
export PLATFORM = sky130hd
export DESIGN_NAME = alu
export DESIGN_NICKNAME = alu
export VERILOG_FILES = /design/flow/design.v
export SDC_FILE = /design/flow/constraint.sdc
export NUM_CORES = 4
export LEC_CHECK = 1
export CORE_UTILIZATION = 30

==> report_table.html <==
<h2>Implementation results</h2>
<table>
<tr><th>Metric</th><th>Value</th></tr>
<tr><th colspan="2">Status</th></tr>
<tr><td>Outcome</td><td>finished clean</td></tr>
<tr><th colspan="2">CTS</th></tr>
<tr><td>Post-CTS setup buffer count</td><td>0</td></tr>
<tr><td>Number of resized instances in the post-cts repair step</td><td>0</td></tr>
<tr><td>CTS hold repair buffers</td><td>0</td></tr>
<tr><th colspan="2">Synth</th></tr>
<tr><td>Library cells used by synthesis</td><td>92</td></tr>
<tr><td>Post-Syn Area per Cell</td><td>6.72 um2</td></tr>
<tr><td>Simple Share, Synth</td><td>0.228</td></tr>
<tr><td>Dominant comb cell</td><td>AND-OR/OR-AND gates</td></tr>
<tr><td>Netlist Area Pre-Place</td><td>10100 um2</td></tr>
<tr><td>Portion of the post-synthesis area used by sequential elements</td><td>0</td></tr>
<tr><td>Arithmetic-cell share of the synthesized area counting full adders, half adders and majority gates</td><td>0.123</td></tr>
<tr><td>Top cells by area</td><td>ha_1 12%, mux4_2 7.6%, a21oi_1 6.1%</td></tr>
<tr><td>Xor/xnor cell area share of the yosys netlist</td><td>0.0113</td></tr>
<tr><td>Share of the synthesized area in the top cell type</td><td>0.119</td></tr>
<tr><td>Cell accounting for the most synthesized area</td><td>ha_1</td></tr>
<tr><td>Fraction of synthesized area in multiplexers</td><td>0.154</td></tr>
<tr><td>AO/OA Area Share</td><td>0.389</td></tr>
<tr><td>Cells after synthesis</td><td>1497</td></tr>
<tr><td>Chip Area, Yosys</td><td>10100 um2</td></tr>
<tr><td>Yosys cell count</td><td>1497</td></tr>
<tr><td>Tally of yosys warning messages</td><td>1</td></tr>
<tr><th colspan="2">STA</th></tr>
<tr><td>RSZ-0062 raised after global routing</td><td>no</td></tr>
<tr><td>Worst hold slack</td><td>9.99 ns</td></tr>
<tr><td>Total count of hold-check failures in the final report</td><td>0</td></tr>
<tr><td>Post-layout period usage of the worst path</td><td>0.632</td></tr>
<tr><td>Tmin final</td><td>14.29 ns</td></tr>
<tr><td>Number of endpoints failing setup at the final stage</td><td>0</td></tr>
<tr><td>Number of max-slew violations in the final report</td><td>0</td></tr>
<tr><td>Worst relative slew slack</td><td>0.370</td></tr>
<tr><td>Actual transition at the worst max-transition pin</td><td>0.937 ns</td></tr>
<tr><td>Setup slack after layout</td><td>8.31 ns</td></tr>
<tr><td>F_max</td><td>0.0700 GHz</td></tr>
<tr><td>Post-route setup TNS</td><td>0 ns</td></tr>
<tr><th colspan="2">Global route</th></tr>
<tr><td>Met3 capacity usage during global routing</td><td>0.0605</td></tr>
<tr><td>Largest net degree at the start of global routing</td><td>72</td></tr>
<tr><td>Most crowded layer after global routing</td><td>met1</td></tr>
<tr><td>Total track usage</td><td>0.320</td></tr>
<tr><td>Via count of the first global-routing pass</td><td>11794</td></tr>
<tr><td>Initial antenna violation count</td><td>0</td></tr>
<tr><td>Overflow left after global routing</td><td>0</td></tr>
<tr><td>Met2 track demand over resource</td><td>0.470</td></tr>
<tr><td>Global-route wire length before repair</td><td>79.6 mm</td></tr>
<tr><td>Met1 usage</td><td>0.472</td></tr>
<tr><th colspan="2">Min path</th></tr>
<tr><td>Number of cells on the worst hold path</td><td>4</td></tr>
<tr><td>Tightest Hold Check Type</td><td>in -&gt; out</td></tr>
<tr><td>End point of the most critical hold path</td><td>ALUResult[3]</td></tr>
<tr><td>Worst hold path startpoint</td><td>SrcB[3]</td></tr>
<tr><th colspan="2">Final layout</th></tr>
<tr><td>Share of final-layout standard cells stronger than drive strength 1</td><td>0.0859</td></tr>
<tr><td>MI comb area</td><td>9110 um2</td></tr>
<tr><td>Post-route standard cell area excluding fillers</td><td>11300 um2</td></tr>
<tr><td>Sequential cell count of the final layout</td><td>0</td></tr>
<tr><td>Area taken by flip-flops and latches</td><td>0 um2</td></tr>
<tr><td>Top library cells by usage in the layout, fill and taps aside</td><td>157 x nor2_1, 129 x nand2_1, 123 x a21oi_1</td></tr>
<tr><td>Fill cell total of the finished layout</td><td>3643</td></tr>
<tr><td>Final-layout clock buffer total</td><td>0</td></tr>
<tr><td>Top logic cell by instance count in the layout</td><td>nor2_1</td></tr>
<tr><td>Area added between synthesis and finish</td><td>12.1%</td></tr>
<tr><th colspan="2">Setup path</th></tr>
<tr><td>Highest-delay cell along the critical path</td><td>clkinv_1</td></tr>
<tr><td>CP max FO</td><td>62</td></tr>
<tr><td>Worst setup path category</td><td>in -&gt; out</td></tr>
<tr><td>Data required time at the worst endpoint</td><td>18.08 ns</td></tr>
<tr><td>Endpoint kind of the worst setup timing path</td><td>output pin</td></tr>
<tr><td>Ordered list of cells on the worst path</td><td>buf_2 -&gt; buf_4 -&gt; clkinv_1 -&gt; ha_1 -&gt; a221oi_1 -&gt; o311ai_0 -&gt; nand4b_1 -&gt; nand4_1 -&gt; a311oi_1 -&gt; o21ai_0 -&gt; mux2i_1 -&gt; o211ai_1 -&gt; clkdlybuf4s50_1</td></tr>
<tr><td>Worst path top cell family by delay</td><td>buffers and inverters</td></tr>
<tr><td>Crit path buf inv count</td><td>4</td></tr>
<tr><td>Arrival time worst endpoint</td><td>9.77 ns</td></tr>
<tr><td>Type of element launching the critical path</td><td>primary input</td></tr>
<tr><td>CP max stage delay</td><td>0.88 ns</td></tr>
<tr><th colspan="2">Power and ir drop</th></tr>
<tr><td>Power density over the cells</td><td>23.0 nW/um2</td></tr>
<tr><td>Sw Pwr</td><td>0.160 mW</td></tr>
<tr><td>Design internal power</td><td>0.0997 mW</td></tr>
<tr><td>VDD IR max</td><td>0.0109 mV</td></tr>
<tr><td>Lkg Pwr</td><td>4.36 nW</td></tr>
<tr><td>Switch share</td><td>0.616</td></tr>
<tr><th colspan="2">Detailed routing</th></tr>
<tr><td>Antenna violation net count after detailed routing</td><td>0</td></tr>
<tr><td>Detailed Route Iter0 Violations</td><td>1465</td></tr>
<tr><td>Drc violations</td><td>0</td></tr>
<tr><td>Via count of the routed design</td><td>12692</td></tr>
<tr><td>DR vias/cell</td><td>6.53</td></tr>
<tr><td>Routed len/inst</td><td>27.7 um</td></tr>
<tr><td>DR pass1 iterations</td><td>5</td></tr>
<tr><td>Total Routed Length</td><td>53.9 mm</td></tr>
<tr><th colspan="2">Run</th></tr>
<tr><td># Max-Cap Violations</td><td>0</td></tr>
<tr><td>Tool warnings</td><td>96</td></tr>
<tr><th colspan="2">Placement</th></tr>
<tr><td>Cell area after placement</td><td>11300 um2</td></tr>
<tr><td>Worst slack at placement</td><td>8.55 ns</td></tr>
<tr><td>IO buf count</td><td>100</td></tr>
<tr><td>Global placement routability congestion</td><td>1.06</td></tr>
<tr><td>Post-DP HPWL</td><td>41.7 mm</td></tr>
<tr><th colspan="2">Floorplan</th></tr>
<tr><td># rows</td><td>66</td></tr>
<tr><td>Chip width</td><td>185 um</td></tr>
<tr><td>Die Area</td><td>34300 um2</td></tr>
<tr><td>I/O pin total</td><td>100</td></tr>
<tr><td>Placeable Area</td><td>32800 um2</td></tr>
<tr><td>Fp_density</td><td>0.307</td></tr>
<tr><td>Vertical die size</td><td>185 um</td></tr>
</table>
layer usage:
layer  vias up  part of all wire
met1      6085              0.43
met4         0             0.038
met2       795              0.42
met3       122              0.11
li1       5690                 -
met5         -                 0
logic make-up after synthesis:
kind of cell,Yosys count
xor gates and xnor gates,13
adders and majority gates,98
buffers and inverters,225
AOI/OAI and AO/OA,570
and+or+nand+nor,481
muxes,110
stage by stage:
stage | utilization | total power [mW] | instances
5_1_grt | 0.344 | 0.277 | 1944
2_1_floorplan | - | 0.154 | 1497
3_3_place_gp | 0.344 | 0.253 | 1944
3_5_place_dp | 0.344 | 0.251 | 1944
4_1_cts | 0.344 | 0.253 | 1944
6_report | 0.344 | 0.260 | 1945
final cells by class:
cell class | instances | share of cell area
Multi-Input combinational cell | 1272 | 0.809
Timing Repair Buffer | 135 | 0.110
Tap cell | 442 | 0.0491
Inverter | 95 | 0.0316
Antenna cell | 1 | 0.000222
cell usage after synthesis (21+ instances only):
master    instances
nand2_1         129
a22oi_1          28
o211ai_1         27
a21oi_1         123
ha_1             96
mux2i_1          57
o21ai_0         108
mux4_2           34
inv_1            92
a31oi_1          21
a221oi_1         29
a211oi_1         29
nor3_1           46
nor2_1          158
nand3_1          30
buf_2            30
clkbuf_1         80
a21o_1           24
worst max path at each step:
stage / depth (start not counted) / start / endpoint / slack [ns]
6_report: 13 / SrcB[4] / ALUResult[0] / 8.31
4_1_cts: 13 / SrcB[4] / ALUResult[29] / 8.55
5_1_grt: 13 / SrcB[4] / ALUResult[29] / 8.16
tightest hold or removal path, cell delays in order:
cell and delay, ns:
buf_2 0.21, a221o_1 0.18, or4_1 0.10, clkdlybuf4s50_1 0.47
power by group through the flow:
stage / registers [mW] / clock network, mW / logic [mW]
5_1_grt: 0 / 0 / 0.277
4_1_cts: 0 / 0 / 0.253
No activity file was given, so power comes from the tool's default toggle rates.
