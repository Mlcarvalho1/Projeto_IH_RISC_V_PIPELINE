**flow/design.v**
```verilog
package Pipe_Buf_Reg_PKG;
    typedef struct packed {
        logic [ 8:0] Curr_Pc;
        logic [31:0] Curr_Instr;
    } if_id_reg;
    typedef struct packed {
        logic ALUSrc;
        logic [ 1:0] MemtoReg;
        logic RegWrite;
        logic MemRead;
        logic MemWrite;
        logic [ 1:0] ALUOp;
        logic [ 1:0] ctrl_transfer;
        logic halt;
        logic [ 8:0] Curr_Pc;
        logic [31:0] RD_One;
        logic [31:0] RD_Two;
        logic [ 4:0] RS_One;
        logic [ 4:0] RS_Two;
        logic [ 4:0] rd;
        logic [31:0] ImmG;
        logic [ 2:0] func3;
        logic [ 6:0] func7;
    } id_ex_reg;
    typedef struct packed {
        logic RegWrite;
        logic [ 1:0] MemtoReg;
        logic MemRead;
        logic MemWrite;
        logic [31:0] pc_plus_4;
        logic [31:0] Alu_Result;
        logic [31:0] RD_Two;
        logic [ 4:0] rd;
        logic [ 2:0] func3;
        logic [ 6:0] func7;
        logic [8:0] Curr_Pc;
    } ex_mem_reg;
    typedef struct packed {
        logic RegWrite;
        logic [ 1:0] MemtoReg;
        logic [31:0] pc_plus_4;
        logic [31:0] Alu_Result;
        logic [31:0] MemReadData;
        logic [ 4:0] rd;
        logic [8:0] Curr_Pc;
    } mem_wb_reg;
endpackage
`timescale 1ns / 1ps
module mux4 #(
    parameter WIDTH = 32
) (
    input logic [WIDTH-1:0] d00,
    d01,
    d10,
    d11,
    input logic [1:0] s,
    output logic [WIDTH-1:0] y
);
  assign y = (s == 2'b11) ? d11 : (s == 2'b10) ? d10 : (s == 2'b01) ? d01 : d00;
endmodule
```
**flow/run.sh**
```bash
#!/bin/bash
# OpenROAD 26Q1-2900-gdf79404cd8, Yosys 0.63+post, stock flow scripts
make -C /OpenROAD-flow-scripts/flow DESIGN_CONFIG=/design/flow/config.mk WORK_HOME=/design/flow/orfs finish
```
**flow/config.mk**
```make
export PLATFORM = sky130hd
export DESIGN_NAME = mux4
export DESIGN_NICKNAME = mux4
export VERILOG_FILES = /design/flow/design.v
export SDC_FILE = /design/flow/constraint.sdc
export NUM_CORES = 4
export LEC_CHECK = 1
export CORE_AREA = 10 10 77 77
export DIE_AREA = 0 0 87 87
```
**flow/constraint.sdc**
```tcl
current_design mux4

set clk_period 5.2
set clk_io_pct 0.2

create_clock -name clk0 -period $clk_period

set non_clock_inputs [all_inputs -no_clocks]
set_input_delay [expr $clk_period * $clk_io_pct] -clock clk0 $non_clock_inputs
set_output_delay [expr $clk_period * $clk_io_pct] -clock clk0 [all_outputs]
```
==> notes.md <==
The number of clock-tree buffers in the layout is 0. Gates resized during post-CTS repair numbered 0. Per Yosys stat, the portion of area used by sequential elements is 0%.

The largest fanout of any net on the critical path was 21; the number of detailed-route iterations in the first pass was 4. The flow ran to the end, and the final reports show no timing, DRC or antenna violations. The final critical path takes up 79.55% of the cycle.

The data required time of the critical path was 4.16 ns; the number of endpoints with negative hold slack in the final report was 0. The run gives 0 for the number of antenna violations at the first check in global routing. The post-synthesis cell type with the largest combined area was sky130_fd_sc_hd__mux4_2. The logs give 3.135 ns for the hold slack and 0 for the final count of negative-setup-slack endpoints. OpenROAD warning count: 33. The critical path runs through a total of 4 cells. The cell count after placement is 249, and the per-cell routed wire length is 24.57 um. According to the timing report, the critical path is captured at y[11].

Yosys reports that the leading cell type by area covers 82.95% of the netlist area. The design has 0 sequential cells. The run gives 0 as the count of nets left with antenna violations after detail routing. Per the post-synthesis report, the number of cells in the design is 39. Per the final layout report, the fraction of cells sized above drive strength 1 comes to 17.26%. The power density normalized to cell area was 83.11 mW/mm^2; the overall track demand over capacity in global routing was 15.14%. In the layout the commonest cells are sky130_fd_sc_hd__clkdlybuf4s50_1 (161), sky130_fd_sc_hd__mux4_2 (30), sky130_fd_sc_hd__buf_4 (3). The tools report the capturing element type of the critical path as an output port. The run gives 100.0% for the combinational share of power. Per the OpenROAD power report, switching power amounts to 38.36 uW. The flow reports an fmax of 241.8 MHz. According to the floorplan log, the row count is 24. The worst relative slew slack is 60.25%.

Per the synthesis report, the number of distinct cell types is 5. The final timing report lists a max-slew violation count of 0. On the worst path, the slowest cell contributes a delay of 0.85 ns. For this design the static power due to leakage is 0.8604 nW. The Yosys step of the flow raised 0 warnings.

The first global-routing pass estimated 8300 um of wire. The worst setup path is launched from an input pin. Once routing completed, OpenROAD measured the worst setup slack at 1.064 ns.

Critical path start-end classification: input pin to output port. The post-detailed-routing wire length is 6142 um. In this run the critical path is formed by clkdlybuf4s50_1 -> buf_4 -> mux4_2 -> clkdlybuf4s50_1. The placed wire-length estimate came out at 5732 um.

In this design, the critical path's most frequently occurring cell is sky130_fd_sc_hd__clkdlybuf4s50_1. On the critical path the largest part of the delay comes from buffers and inverters. The start point of the critical path was s[1].

The switching power share of the total came out at 18.96%. In this run the cell area measured after placement is 0.002432 mm^2. Final RePlAce weighted congestion: 0.7726. Dividing the synthesized area by the synthesized cell count gives 20.89 um^2. The area growth from synthesis to layout is 198.9%, and the hold buffer count at CTS is 0. According to the floorplan report, the die height is 87 um. During I/O placement, the number of pins put on the boundary was 162. The synth_stat.txt file lists the number of cells as 39. Per the OpenROAD floorplan log, the area of the core is 0.004354 mm^2. The clock network accounts for 0% of the total power. The type of the worst min-delay path was input pin to output port. The run reported a max-capacitance violation count of 0.

The tools report the count of filler cells inserted in the layout as 342. The main area contributors are sky130_fd_sc_hd__mux4_2 (83%), sky130_fd_sc_hd__buf_12 (7.4%), sky130_fd_sc_hd__mux4_1 (6.5%). The data arrival time reported for the critical path is 3.10 ns. Buffers added to address setup during post-CTS repair amount to 0. The die covers 0.007569 mm^2. The tools report the maximum number of pins on one net before global-route repair as 22. The finished layout holds 250 standard cells, fillers aside. At the pin with the least slew margin, the transition time is 0.5944 ns. The first routing iteration left 20 violations. The routed design shows a via density per instance of 4.624. The run gives 0% for the register share of total power. The run gives 0 for the DRC violation count after routing. Looking at the VDD voltage map, the peak drop is 0.04307 mV. The via count of the first global-routing pass was 1316. The final route contains 1156 vias. At the placement stage, the worst setup path has a slack of 1.054 ns.

The internal portion of the total power is 164.0 uW. Setup repair after global routing left no endpoint under its margin. The run gives 0 as the leftover overflow at the end of global routing. Per the placement log, port buffering inserted 162 buffers. The area taken by sequential standard cells is reported as 0 um^2. The share of the core area taken by cells at floorplan is 18.71%. After routing the design area is 0.002435 mm^2. Synthesized cell area: 814.5 um^2. The setup TNS was 0 ns; the synthesized chip area reported by yosys was 814.5 um^2.

The horizontal extent of the die works out to 87 um. The count of buffer and inverter cells on the critical path is 3, and the final critical delay including setup and external delays is 4.136 ns. The largest individual stage delay along the critical path comes from the cell sky130_fd_sc_hd__clkdlybuf4s50_1. The most common logic cell in the final layout is sky130_fd_sc_hd__clkdlybuf4s50_1.
-- power groups by stage --
stage,Clock [mW],Sequential [mW],Combinational [mW]
after CTS,0,0,0.206
after global routing,0,0,0.215
final,0.0000000258,0,0.202
-- how the worst min path moves through the flow --
stage / slack (ns) / start / depth (start not counted) / end
CTS: 3.16 / s[0] / 4 / y[1]
global route: 3.21 / s[0] / 4 / y[1]
finish: 3.14 / s[0] / 4 / y[1]
-- logic make-up (layout without fill, tap and decap cells) --
logic type	count (synthesis)	after routing	synth area share, %
buffers and inverters	7	165	10.60
multiplexers	32	32	89.40
other	0	1	0
-- synth_stat cells --
cell	n
sky130_fd_sc_hd__mux4_1	2
sky130_fd_sc_hd__mux4_2	30
sky130_fd_sc_hd__buf_12	3
sky130_fd_sc_hd__buf_2	3
sky130_fd_sc_hd__buf_6	1
-- final cells by class --
class              count  area [um^2]  area share (%)
repair buffers       165         1639           67.32
multi-input cells     32        728.2           29.91
well taps             52        65.06           2.672
diodes                 1        2.502          0.1028
-- through the flow --
stage	util [%]	power, mW
3_3_place_gp	55.86	0.2043
6_report	55.92	0.2024
5_1_grt	55.86	0.2151
2_1_floorplan	-	0.05438
4_1_cts	55.86	0.2060
3_5_place_dp	55.86	0.2047
-- per-layer routing --
layer  part of all wire, %  global-route usage [%]  up-vias  routed length (um)
li1                      -                       -      525                   -
met1                    30                   15.89      571                1860
met2                    60                   28.98       60                3679
met3                   9.8                   5.472        0                 602
met4                     0                   1.031        0                   0
met5                     0                       0        -                   0
No activity file was given, so power comes from the tool's default toggle rates.
